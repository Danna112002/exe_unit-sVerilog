$ cat flow/design.v
module Dodawanie_rtl(i_argA, i_argB, o_result, o_carry);
  wire _000_;
  wire _001_;
  wire _002_;
  wire _003_;
  wire _004_;
  wire _005_;
  wire _006_;
  wire _007_;
  wire _008_;
  wire _009_;
  wire _010_;
  wire _011_;
  wire _012_;
  wire _013_;
  wire _014_;
  wire _015_;
  wire _016_;
  wire _017_;
  wire _018_;
  wire _019_;
  wire _020_;
  wire _021_;
  wire _022_;
  wire _023_;
  wire _024_;
  wire _025_;
  wire _026_;
  wire _027_;
  wire _028_;
  wire _029_;
  wire _030_;
  wire _031_;
  wire _032_;
  wire _033_;
  wire _034_;
  wire _035_;
  wire _036_;
  wire _037_;
  wire _038_;
  wire _039_;
  wire _040_;
  wire _041_;
  wire _042_;
  wire _043_;
  wire _044_;
  wire _045_;
  wire _046_;
  wire _047_;
  wire _048_;
  wire _049_;
  wire _050_;
  wire _051_;
  wire _052_;
  wire _053_;
  wire _054_;
  wire _055_;
  wire _056_;
  wire _057_;
  wire _058_;
  wire _059_;
  wire _060_;
  wire _061_;
  wire _062_;
  wire _063_;
  wire _064_;
  wire _065_;
  wire _066_;
  wire _067_;
  wire _068_;
  wire _069_;
  wire _070_;
  wire _071_;
  wire _072_;
  wire _073_;
  wire _074_;
  wire _075_;
  wire _076_;
  wire _077_;
  wire _078_;
  wire _079_;
  wire _080_;
  wire _081_;
  wire _082_;
  wire _083_;
  wire _084_;
  wire _085_;
  wire _086_;
  wire _087_;
  wire _088_;
  wire _089_;
  wire _090_;
  wire _091_;
  wire _092_;
  wire _093_;
  wire _094_;
  wire _095_;
  wire _096_;
  wire _097_;
  wire _098_;
  wire _099_;
  wire _100_;
  wire _101_;
  wire _102_;
  wire _103_;
  wire _104_;
  wire _105_;
  wire _106_;
  wire _107_;
  wire _108_;
  wire _109_;
  wire _110_;
  wire _111_;
  wire _112_;
  wire _113_;
  wire _114_;
  wire _115_;
  wire _116_;
  wire _117_;
  wire _118_;
  wire _119_;
  wire _120_;
  wire _121_;
  wire _122_;
  wire _123_;
  wire _124_;
  wire _125_;
  wire _126_;
  wire _127_;
  wire _128_;
  wire _129_;
  wire _130_;
  wire _131_;
  wire _132_;
  wire _133_;
  wire _134_;
  wire _135_;
  wire _136_;
  wire _137_;
  wire _138_;
  wire _139_;
  wire _140_;
  wire _141_;
  wire _142_;
  wire _143_;
  wire _144_;
  wire _145_;
  input [31:0] i_argA;
  input [31:0] i_argB;
  output o_carry;
  output [31:0] o_result;
  assign _144_ = i_argA[12] & i_argB[12];
  assign _145_ = i_argA[12] ^ i_argB[12];
  assign _000_ = i_argA[11] & i_argB[11];
  assign _001_ = i_argA[11] | i_argB[11];
  assign _002_ = i_argA[10] & i_argB[10];
  assign _003_ = i_argA[10] ^ i_argB[10];
  assign _004_ = i_argA[9] & i_argB[9];
  assign _005_ = i_argA[9] | i_argB[9];
  assign _006_ = i_argA[8] & i_argB[8];
  assign _007_ = i_argA[8] ^ i_argB[8];
  assign _008_ = i_argA[7] & i_argB[7];
  assign _009_ = i_argA[7] | i_argB[7];
  assign _010_ = i_argA[6] & i_argB[6];
  assign _011_ = i_argA[6] ^ i_argB[6];
  assign _012_ = i_argA[5] & i_argB[5];
  assign _013_ = i_argA[5] | i_argB[5];
  assign _014_ = i_argA[4] & i_argB[4];
  assign _015_ = i_argA[4] ^ i_argB[4];
  assign _016_ = i_argA[3] & i_argB[3];
  assign _017_ = i_argA[3] | i_argB[3];
  assign _018_ = i_argA[2] & i_argB[2];
  assign _019_ = i_argA[1] & i_argB[1];
  assign _020_ = i_argA[0] & i_argB[0];
  assign _021_ = i_argA[1] ^ i_argB[1];
  assign _022_ = _020_ & _021_;
  assign _023_ = _019_ | _022_;
  assign _024_ = i_argA[2] ^ i_argB[2];
  assign _025_ = _023_ & _024_;
  assign _026_ = _018_ | _025_;
  assign _027_ = _017_ & _026_;
  assign _028_ = _016_ | _027_;
  assign _029_ = _015_ & _028_;
  assign _030_ = _014_ | _029_;
  assign _031_ = _013_ & _030_;
  assign _032_ = _012_ | _031_;
  assign _033_ = _011_ & _032_;
  assign _034_ = _010_ | _033_;
  assign _035_ = _009_ & _034_;
  assign _036_ = _008_ | _035_;
  assign _037_ = _007_ & _036_;
  assign _038_ = _006_ | _037_;
  assign _039_ = _005_ & _038_;
  assign _040_ = _004_ | _039_;
  assign _041_ = _003_ & _040_;
  assign _042_ = _002_ | _041_;
  assign _043_ = _001_ & _042_;
  assign _044_ = _000_ | _043_;
  assign _045_ = _145_ & _044_;
  assign o_result[12] = _145_ ^ _044_;
  assign _046_ = _144_ | _045_;
  assign _047_ = i_argA[13] | i_argB[13];
  assign _048_ = i_argA[13] & i_argB[13];
  assign _049_ = i_argA[13] ^ i_argB[13];
  assign o_result[13] = _046_ ^ _049_;
  assign _050_ = i_argA[14] & i_argB[14];
  assign _051_ = i_argA[14] ^ i_argB[14];
  assign _052_ = _046_ | _048_;
  assign _053_ = _047_ & _052_;
  assign _054_ = _051_ & _053_;
  assign o_result[14] = _051_ ^ _053_;
  assign _055_ = _050_ | _054_;
  assign _056_ = i_argA[15] | i_argB[15];
  assign _057_ = i_argA[15] & i_argB[15];
  assign _058_ = i_argA[15] ^ i_argB[15];
  assign o_result[15] = _055_ ^ _058_;
  assign _059_ = i_argA[16] & i_argB[16];
  assign _060_ = i_argA[16] ^ i_argB[16];
  assign _061_ = _055_ | _057_;
  assign _062_ = _056_ & _061_;
  assign _063_ = _060_ & _062_;
  assign o_result[16] = _060_ ^ _062_;
  assign _064_ = _059_ | _063_;
  assign _065_ = i_argA[17] & i_argB[17];
  assign _066_ = i_argA[17] | i_argB[17];
  assign _067_ = i_argA[17] ^ i_argB[17];
  assign o_result[17] = _064_ ^ _067_;
  assign _068_ = i_argA[18] & i_argB[18];
  assign _069_ = i_argA[18] ^ i_argB[18];
  assign _070_ = _064_ & _066_;
  assign _071_ = _065_ | _070_;
  assign _072_ = _069_ & _071_;
  assign o_result[18] = _069_ ^ _071_;
  assign _073_ = _068_ | _072_;
  assign _074_ = i_argA[19] & i_argB[19];
  assign _075_ = i_argA[19] | i_argB[19];
  assign _076_ = i_argA[19] ^ i_argB[19];
  assign o_result[19] = _073_ ^ _076_;
  assign _077_ = i_argA[20] & i_argB[20];
  assign _078_ = i_argA[20] ^ i_argB[20];
  assign _079_ = _073_ & _075_;
  assign _080_ = _074_ | _079_;
  assign _081_ = _078_ & _080_;
  assign o_result[20] = _078_ ^ _080_;
  assign _082_ = _077_ | _081_;
  assign _083_ = i_argA[21] & i_argB[21];
  assign _084_ = i_argA[21] | i_argB[21];
  assign _085_ = i_argA[21] ^ i_argB[21];
  assign o_result[21] = _082_ ^ _085_;
  assign _086_ = i_argA[22] & i_argB[22];
  assign _087_ = i_argA[22] ^ i_argB[22];
  assign _088_ = _077_ | _083_;
  assign _089_ = _081_ | _088_;
  assign _090_ = _084_ & _089_;
  assign _091_ = _087_ & _090_;
  assign o_result[22] = _087_ ^ _090_;
  assign _092_ = _086_ | _091_;
  assign _093_ = i_argA[23] & i_argB[23];
  assign _094_ = i_argA[23] | i_argB[23];
  assign _095_ = i_argA[23] ^ i_argB[23];
  assign o_result[23] = _092_ ^ _095_;
  assign _096_ = i_argA[24] & i_argB[24];
  assign _097_ = i_argA[24] ^ i_argB[24];
  assign _098_ = _086_ | _093_;
  assign _099_ = _091_ | _098_;
  assign _100_ = _094_ & _099_;
  assign _101_ = _097_ & _100_;
  assign o_result[24] = _097_ ^ _100_;
  assign _102_ = _096_ | _101_;
  assign _103_ = i_argA[25] & i_argB[25];
  assign _104_ = i_argA[25] | i_argB[25];
  assign _105_ = i_argA[25] ^ i_argB[25];
  assign o_result[25] = _102_ ^ _105_;
  assign _106_ = i_argA[26] & i_argB[26];
  assign _107_ = i_argA[26] ^ i_argB[26];
  assign _108_ = _096_ | _103_;
  assign _109_ = _101_ | _108_;
  assign _110_ = _104_ & _109_;
  assign _111_ = _107_ & _110_;
  assign o_result[26] = _107_ ^ _110_;
  assign _112_ = _106_ | _111_;
  assign _113_ = i_argA[27] | i_argB[27];
  assign _114_ = i_argA[27] & i_argB[27];
  assign _115_ = i_argA[27] ^ i_argB[27];
  assign o_result[27] = _112_ ^ _115_;
  assign _116_ = i_argA[28] & i_argB[28];
  assign _117_ = i_argA[28] ^ i_argB[28];
  assign _118_ = _106_ | _114_;
  assign _119_ = _111_ | _118_;
  assign _120_ = _113_ & _119_;
  assign _121_ = _117_ & _120_;
  assign o_result[28] = _117_ ^ _120_;
  assign _122_ = _116_ | _121_;
  assign _123_ = i_argA[29] | i_argB[29];
  assign _124_ = i_argA[29] & i_argB[29];
  assign _125_ = i_argA[29] ^ i_argB[29];
  assign o_result[29] = _122_ ^ _125_;
  assign _126_ = i_argA[30] & i_argB[30];
  assign _127_ = i_argA[30] ^ i_argB[30];
  assign _128_ = _116_ | _124_;
  assign _129_ = _121_ | _128_;
  assign _130_ = _123_ & _129_;
  assign _131_ = _127_ & _130_;
  assign o_result[30] = _127_ ^ _130_;
  assign _132_ = _126_ | _131_;
  assign _133_ = i_argA[31] | i_argB[31];
  assign _134_ = i_argA[31] & i_argB[31];
  assign _135_ = i_argA[31] ^ i_argB[31];
  assign o_result[31] = _132_ ^ _135_;
  assign o_result[0] = i_argA[0] ^ i_argB[0];
  assign _136_ = _131_ & _135_;
  assign _137_ = _126_ & _133_;
  assign _138_ = _134_ | _137_;
  assign o_carry = _136_ | _138_;
  assign o_result[1] = _020_ ^ _021_;
  assign o_result[2] = _023_ ^ _024_;
  assign _139_ = i_argA[3] ^ i_argB[3];
  assign o_result[3] = _026_ ^ _139_;
  assign o_result[4] = _015_ ^ _028_;
  assign _140_ = i_argA[5] ^ i_argB[5];
  assign o_result[5] = _030_ ^ _140_;
  assign o_result[6] = _011_ ^ _032_;
  assign _141_ = i_argA[7] ^ i_argB[7];
  assign o_result[7] = _034_ ^ _141_;
  assign o_result[8] = _007_ ^ _036_;
  assign _142_ = i_argA[9] ^ i_argB[9];
  assign o_result[9] = _038_ ^ _142_;
  assign o_result[10] = _003_ ^ _040_;
  assign _143_ = i_argA[11] ^ i_argB[11];
  assign o_result[11] = _042_ ^ _143_;
endmodule
$ cat flow/run.sh
#!/bin/bash
# OpenROAD 26Q1-2900-gdf79404cd8, Yosys 0.63+post, stock flow scripts
make -C /OpenROAD-flow-scripts/flow DESIGN_CONFIG=/design/flow/config.mk WORK_HOME=/design/flow/orfs finish
$ cat flow/config.mk
export PLATFORM = sky130hd
export DESIGN_NAME = Dodawanie_rtl
export DESIGN_NICKNAME = Dodawanie_rtl
export VERILOG_FILES = /design/flow/design.v
export SDC_FILE = /design/flow/constraint.sdc
export NUM_CORES = 4
export LEC_CHECK = 1
export CORE_AREA = 10 10 97 97
export DIE_AREA = 0 0 107 107
$ cat flow/constraint.sdc
current_design Dodawanie_rtl

set clk_period 9.0
set clk_io_pct 0.2

create_clock -name clk0 -period $clk_period

set non_clock_inputs [all_inputs -no_clocks]
set_input_delay [expr $clk_period * $clk_io_pct] -clock clk0 $non_clock_inputs
set_output_delay [expr $clk_period * $clk_io_pct] -clock clk0 [all_outputs]
==> reports/metrics.csv <==
stage;metric;value;unit
worst_hold_path;hold_class;input pin to primary output;
worst_setup_path;worstSetupStartpointType;input pin;
global_routing;grt_max_degree;3;
job;max_cap_viol_count;0;
global_routing;grt_util_all_layers;0.0580;
route;drtIter0Drc;3;
worst_setup_path;critPathMaxStageDelay;0.37;ns
route;vias;1033;
power;power.share.switching;0.336;
layout;seqCellArea;0;um^2
route;wl;3.43;mm
global_routing;antenna_found_initial;0;
logic_synthesis;synth_area;1040;um^2
worst_setup_path;worstPathRequired;7.20;ns
power;p_sw;43.8;uW
power;p_int;86.7;uW
logic_synthesis;ys_cells;99;
layout;flops;0;
placed_design;post-dp-hpwl;3.38;mm
job;tool_warnings;47;
logic_synthesis;yosys.area.top_type_share;0.481;
worst_setup_path;critPathMaxFanout;2;
timing;post-route-min-period;12.36;ns
route;firstDrtPassIters;2;
timing;setup_slack;-3.36;ns
placed_design;gp_congestion;0.803;
layout;areaGrowthSynthToFinish;117;%
logic_synthesis;ys_seq_share;0;
floorplan;dieArea;11400;um^2
route;drt-wirelength-per-cell;11.4;um
power;p_seq_frac;0;
status;violations;negative setup slack;
worst_setup_path;crit_path_end_kind;primary output;
route;vias_per_cell;3.43;
timing;rsz0062_at_grt;yes;
floorplan;num_rows;31;
floorplan;die_w;107;um
placed_design;placed_cells;299;
global_routing;grt_pass1_wl;5.49;mm
status;status;complete, but fails checks;
timing;finalCritPeriodShare;1.37;
power;leakagePower;0.000993;uW
layout;drive_above_1_share;0.381;
layout;post-route-util;0.309;
worst_hold_path;min_path_cells;3;
placed_design;port_buffers;97;
timing;maxSlewHeadroom;0.896;
timing;worst_pin_slew;0.155;ns
logic_synthesis;syn_avg_cell_area;10.5;um^2
layout;nClkBuffers;0;
logic_synthesis;yosysWarnings;0;
worst_setup_path;slowest_stage;fa_2;
floorplan;io_pins;97;
timing;whs;4.24;ns
timing;maxSlewViolCount;0;
worst_setup_path;crit_type;input pin to primary output;
floorplan;initCoreUtil;0.143;
power;p_comb_frac;1.000;
floorplan;core-area;7290;um^2
logic_synthesis;synthTopCellsByArea;fa_1, ha_1, inv_1, xor2_1, nor3_1;
global_routing;overflow;0;
logic_synthesis;ys_chip_area;1040;um^2
worst_setup_path;crit_arrival;10.56;ns
timing;fmax;80.9;MHz
worst_setup_path;path_common_cell;fa_2;
floorplan;die_h;107;um
timing;finalSetupViolCount;18;
layout;filler_cell_count;762;
global_routing;grt_pass1_vias;1148;
logic_synthesis;postSynthCellCount;99;
logic_synthesis;yosysUniqueCellTypes;7;
power;clkPwrFrac;0;
timing;hold_viol_final;0;
power;power.density;57.9;nW/um^2
logic_synthesis;top_area_cell;fa_1;
power;peakVddDrop;22.6;uV
route;diodes;0;
placed_design;place_ws;-4.07;ns
route;antenna_left;0;
layout;instances_no_fill;301;
route;post-route-drc-count;0;
-- cells in the mapped netlist --
master   instances
nor2_1           5
a221o_1          1
fa_1            25
xor2_1           6
ha_1            25
inv_1           32
nor3_1           5
-- per-stage QoR --
| step | instance area (um^2) | total power (uW) | setup TNS, ns |
|---|---|---|---|
| after global routing | 2250 | 150 | -41.82 |
| after global placement | 2280 | 144 | -52.28 |
| after CTS | 2240 | 133 | -38.24 |
| after detailed placement | 2280 | 145 | -52.38 |
| final | 2250 | 130 | -36.92 |
| after floorplan | 1150 | 32.5 | -27.43 |
-- final cells by class --
class | count | area (um^2) | share of cell area
multi-input combinational | 67 | 1080 | 0.478
timing repair buffer | 103 | 933 | 0.414
tap | 99 | 124 | 0.0549
inverter | 32 | 120 | 0.0533
-- layer usage --
layer / part of all wire / vias up / global-route usage
li1: - / 493 / -
met1: 0.48 / 463 / 0.0807
met2: 0.37 / 77 / 0.0808
met3: 0.15 / 0 / 0.0346
met4: 0 / 0 / 0
met5: 0 / - / 0
-- cell usage in the layout, fill, tap and decap left out, drive strengths merged --
cell | synthesis | layout
a221o | 1 | 1
buf | 0 | 27
clkdlybuf4s15 | 0 | 2
clkdlybuf4s50 | 0 | 73
dlymetal6s2s | 0 | 1
fa | 25 | 25
ha | 25 | 25
inv | 32 | 32
nor2 | 5 | 5
nor3 | 5 | 5
xor2 | 6 | 6
-- cell families after synthesis --
group,share of synthesized area
compound gates,0.00963
buf+inv,0.116
simple gates,0.0421
fa+ha+maj,0.782
xor+xnor,0.0505
-- repair_timing --
action | in CTS | in global routing
resized | 88 | 6
buffers inserted | 3 | 0
endpoints found under the hold margin | 0 | 0
hold buffers | 0 | 0
setup endpoints to repair | 21 | 20
pin swaps | 15 | 4
-- path summary, 6_finish.rpt --
check                 start  slack, ns          end
hold / removal    i_argA[0]       4.24  o_result[0]
setup / recovery  i_argA[0]      -3.36      o_carry
-- critical path, delay by kind of cell --
| family | cells | cell delay, ns |
|---|---|---|
| compound gates | 1 | 0.27 |
| simple gates | 10 | 0.94 |
| fa+ha+maj | 26 | 6.96 |
| buf+inv | 7 | 0.57 |
-- power by group through the flow --
stage	Sequential [uW]	Clock [uW]	Combinational, uW
6_report	0	0	130
4_1_cts	0	0	133
5_1_grt	0	0	150
Power figures rest on the tool's default switching activity, not on a simulated workload.
