==> flow/design.v <==
module Porownywanie_rtl(i_argA, i_argB, o_result);
  wire _000_;
  wire _001_;
  wire _002_;
  wire _003_;
  wire _004_;
  wire _005_;
  wire _006_;
  wire _007_;
  wire _008_;
  wire _009_;
  wire _010_;
  wire _011_;
  wire _012_;
  wire _013_;
  wire _014_;
  wire _015_;
  wire _016_;
  wire _017_;
  wire _018_;
  wire _019_;
  wire _020_;
  wire _021_;
  wire _022_;
  wire _023_;
  wire _024_;
  wire _025_;
  wire _026_;
  wire _027_;
  wire _028_;
  wire _029_;
  wire _030_;
  wire _031_;
  wire _032_;
  wire _033_;
  wire _034_;
  wire _035_;
  wire _036_;
  wire _037_;
  wire _038_;
  wire _039_;
  wire _040_;
  wire _041_;
  wire _042_;
  wire _043_;
  wire _044_;
  wire _045_;
  wire _046_;
  wire _047_;
  wire _048_;
  wire _049_;
  wire _050_;
  wire _051_;
  wire _052_;
  wire _053_;
  wire _054_;
  wire _055_;
  wire _056_;
  wire _057_;
  wire _058_;
  wire _059_;
  wire _060_;
  wire _061_;
  wire _062_;
  wire _063_;
  wire _064_;
  wire _065_;
  wire _066_;
  wire _067_;
  wire _068_;
  wire _069_;
  wire _070_;
  wire _071_;
  wire _072_;
  wire _073_;
  wire _074_;
  wire _075_;
  wire _076_;
  wire _077_;
  wire _078_;
  wire _079_;
  wire _080_;
  wire _081_;
  wire _082_;
  wire _083_;
  wire _084_;
  wire _085_;
  wire _086_;
  wire _087_;
  wire _088_;
  wire _089_;
  wire _090_;
  wire _091_;
  wire _092_;
  wire _093_;
  wire _094_;
  wire _095_;
  wire _096_;
  wire _097_;
  wire _098_;
  wire _099_;
  wire _100_;
  wire _101_;
  wire _102_;
  wire _103_;
  wire _104_;
  wire _105_;
  wire _106_;
  wire _107_;
  wire _108_;
  wire _109_;
  wire _110_;
  wire _111_;
  wire _112_;
  wire _113_;
  wire _114_;
  wire _115_;
  wire _116_;
  wire _117_;
  wire _118_;
  wire _119_;
  wire _120_;
  wire _121_;
  wire _122_;
  wire _123_;
  wire _124_;
  wire _125_;
  wire _126_;
  wire _127_;
  wire _128_;
  wire _129_;
  wire _130_;
  wire _131_;
  wire _132_;
  wire _133_;
  wire _134_;
  wire _135_;
  wire _136_;
  wire _137_;
  wire _138_;
  wire _139_;
  wire _140_;
  wire _141_;
  wire _142_;
  wire _143_;
  wire _144_;
  wire _145_;
  wire _146_;
  wire _147_;
  wire _148_;
  wire _149_;
  wire _150_;
  wire _151_;
  wire _152_;
  wire _153_;
  wire _154_;
  wire _155_;
  wire _156_;
  wire _157_;
  wire _158_;
  wire _159_;
  wire _160_;
  wire _161_;
  wire _162_;
  wire _163_;
  wire _164_;
  wire _165_;
  wire _166_;
  wire _167_;
  wire _168_;
  wire _169_;
  wire _170_;
  wire _171_;
  wire _172_;
  wire _173_;
  wire _174_;
  wire _175_;
  wire _176_;
  wire _177_;
  wire _178_;
  wire _179_;
  wire _180_;
  wire _181_;
  wire _182_;
  wire _183_;
  wire _184_;
  wire _185_;
  wire _186_;
  wire _187_;
  wire _188_;
  wire _189_;
  wire _190_;
  wire _191_;
  wire _192_;
  wire _193_;
  wire _194_;
  wire _195_;
  wire _196_;
  wire _197_;
  wire _198_;
  wire _199_;
  wire _200_;
  wire _201_;
  wire _202_;
  wire _203_;
  wire _204_;
  wire _205_;
  wire _206_;
  wire _207_;
  wire _208_;
  wire _209_;
  wire _210_;
  wire _211_;
  wire _212_;
  wire _213_;
  input [31:0] i_argA;
  input [31:0] i_argB;
  output o_result;
  assign _180_ = ~i_argA[31];
  assign _181_ = ~i_argA[30];
  assign _182_ = ~i_argB[29];
  assign _183_ = ~i_argA[29];
  assign _184_ = ~i_argA[28];
  assign _185_ = ~i_argA[27];
  assign _186_ = ~i_argA[26];
  assign _187_ = ~i_argB[25];
  assign _188_ = ~i_argA[25];
  assign _189_ = ~i_argB[24];
  assign _190_ = ~i_argA[24];
  assign _191_ = ~i_argB[23];
  assign _192_ = ~i_argA[23];
  assign _193_ = ~i_argB[22];
  assign _194_ = ~i_argA[22];
  assign _195_ = ~i_argB[21];
  assign _196_ = ~i_argA[21];
  assign _197_ = ~i_argB[20];
  assign _198_ = ~i_argA[20];
  assign _199_ = ~i_argA[19];
  assign _200_ = ~i_argA[18];
  assign _201_ = ~i_argA[17];
  assign _202_ = ~i_argB[16];
  assign _203_ = ~i_argA[16];
  assign _204_ = ~i_argA[15];
  assign _205_ = ~i_argA[14];
  assign _206_ = ~i_argA[13];
  assign _207_ = ~i_argA[12];
  assign _208_ = ~i_argA[11];
  assign _209_ = ~i_argA[10];
  assign _210_ = ~i_argB[9];
  assign _211_ = ~i_argA[9];
  assign _212_ = ~i_argB[8];
  assign _213_ = ~i_argA[8];
  assign _000_ = ~i_argA[7];
  assign _001_ = ~i_argA[6];
  assign _002_ = ~i_argA[5];
  assign _003_ = ~i_argA[4];
  assign _004_ = ~i_argA[3];
  assign _005_ = ~i_argA[2];
  assign _006_ = ~i_argA[1];
  assign _007_ = ~i_argA[0];
  assign _008_ = i_argB[6] | _001_;
  assign _009_ = i_argB[5] & _002_;
  assign _010_ = i_argB[0] | _007_;
  assign _011_ = i_argB[1] | _006_;
  assign _012_ = _010_ & _011_;
  assign _013_ = i_argB[2] & _005_;
  assign _014_ = i_argB[1] & _006_;
  assign _015_ = _013_ | _014_;
  assign _016_ = _012_ | _015_;
  assign _017_ = i_argB[3] | _004_;
  assign _018_ = i_argB[2] | _005_;
  assign _019_ = _017_ & _018_;
  assign _020_ = _016_ & _019_;
  assign _021_ = i_argB[3] & _004_;
  assign _022_ = i_argB[4] & _003_;
  assign _023_ = _021_ | _022_;
  assign _024_ = _020_ | _023_;
  assign _025_ = i_argB[5] | _002_;
  assign _026_ = i_argB[4] | _003_;
  assign _027_ = _025_ & _026_;
  assign _028_ = _024_ & _027_;
  assign _029_ = _009_ | _028_;
  assign _030_ = _008_ & _029_;
  assign _031_ = i_argB[7] & _000_;
  assign _032_ = i_argB[6] & _001_;
  assign _033_ = _031_ | _032_;
  assign _034_ = _030_ | _033_;
  assign _035_ = i_argB[10] & _209_;
  assign _036_ = i_argB[11] & _208_;
  assign _037_ = i_argB[9] | _211_;
  assign _038_ = i_argB[11] | _208_;
  assign _039_ = i_argB[10] ^ i_argA[10];
  assign _040_ = i_argB[11] ^ i_argA[11];
  assign _041_ = _039_ | _040_;
  assign _042_ = ~_041_;
  assign _043_ = _037_ & _042_;
  assign _044_ = i_argB[9] & _211_;
  assign _045_ = _210_ | i_argA[9];
  assign _046_ = i_argB[8] & _213_;
  assign _047_ = _212_ | i_argA[8];
  assign _048_ = _045_ & _047_;
  assign _049_ = _044_ | _046_;
  assign _050_ = i_argB[7] | _000_;
  assign _051_ = i_argB[8] | _213_;
  assign _052_ = _050_ & _051_;
  assign _053_ = _048_ & _052_;
  assign _054_ = _043_ & _053_;
  assign _055_ = _034_ & _054_;
  assign _056_ = _043_ & _049_;
  assign _057_ = _035_ & _038_;
  assign _058_ = _036_ | _057_;
  assign _059_ = _056_ | _058_;
  assign _060_ = _055_ | _059_;
  assign _061_ = i_argB[14] & _205_;
  assign _062_ = i_argB[15] & _204_;
  assign _063_ = i_argB[15] | _204_;
  assign _064_ = i_argB[14] ^ _205_;
  assign _065_ = i_argB[15] ^ _204_;
  assign _066_ = _064_ & _065_;
  assign _067_ = i_argB[13] & _206_;
  assign _068_ = i_argB[12] & _207_;
  assign _069_ = i_argB[13] | _206_;
  assign _070_ = i_argB[12] ^ i_argA[12];
  assign _071_ = i_argB[13] ^ i_argA[13];
  assign _072_ = _070_ | _071_;
  assign _073_ = ~_072_;
  assign _074_ = _066_ & _073_;
  assign _075_ = _060_ & _074_;
  assign _076_ = _068_ & _069_;
  assign _077_ = _067_ | _076_;
  assign _078_ = _066_ & _077_;
  assign _079_ = _061_ & _063_;
  assign _080_ = _062_ | _079_;
  assign _081_ = _078_ | _080_;
  assign _082_ = _075_ | _081_;
  assign _083_ = i_argB[31] & _180_;
  assign _084_ = i_argB[30] & _181_;
  assign _085_ = i_argB[29] | _183_;
  assign _086_ = i_argB[31] | _180_;
  assign _087_ = i_argB[30] ^ i_argA[30];
  assign _088_ = i_argB[31] ^ i_argA[31];
  assign _089_ = _087_ | _088_;
  assign _090_ = ~_089_;
  assign _091_ = _085_ & _090_;
  assign _092_ = i_argB[29] & _183_;
  assign _093_ = _182_ | i_argA[29];
  assign _094_ = i_argB[28] & _184_;
  assign _095_ = _092_ | _094_;
  assign _096_ = i_argB[28] ^ _184_;
  assign _097_ = _093_ & _096_;
  assign _098_ = _091_ & _097_;
  assign _099_ = i_argB[26] & _186_;
  assign _100_ = i_argB[27] | _185_;
  assign _101_ = i_argB[27] & _185_;
  assign _102_ = i_argB[26] ^ _186_;
  assign _103_ = i_argB[27] ^ _185_;
  assign _104_ = _102_ & _103_;
  assign _105_ = i_argB[25] & _188_;
  assign _106_ = _187_ | i_argA[25];
  assign _107_ = i_argB[24] & _190_;
  assign _108_ = _189_ | i_argA[24];
  assign _109_ = _106_ & _108_;
  assign _110_ = i_argB[25] | _188_;
  assign _111_ = i_argB[24] | _190_;
  assign _112_ = _110_ & _111_;
  assign _113_ = _109_ & _112_;
  assign _114_ = _104_ & _113_;
  assign _115_ = _098_ & _114_;
  assign _116_ = i_argB[22] | _194_;
  assign _117_ = i_argB[21] | _196_;
  assign _118_ = _116_ & _117_;
  assign _119_ = i_argB[23] & _192_;
  assign _120_ = _191_ | i_argA[23];
  assign _121_ = i_argB[22] & _194_;
  assign _122_ = _193_ | i_argA[22];
  assign _123_ = _120_ & _122_;
  assign _124_ = _119_ | _121_;
  assign _125_ = _118_ & _123_;
  assign _126_ = i_argB[20] & _198_;
  assign _127_ = _197_ | i_argA[20];
  assign _128_ = i_argB[16] | _203_;
  assign _129_ = _127_ & _128_;
  assign _130_ = i_argB[17] & _201_;
  assign _131_ = i_argB[17] | _201_;
  assign _132_ = i_argB[17] ^ _201_;
  assign _133_ = _129_ & _132_;
  assign _134_ = _125_ & _133_;
  assign _135_ = i_argB[18] & _200_;
  assign _136_ = i_argB[19] & _199_;
  assign _137_ = _135_ | _136_;
  assign _138_ = i_argB[19] | _199_;
  assign _139_ = i_argB[18] ^ _200_;
  assign _140_ = i_argB[19] ^ _199_;
  assign _141_ = _139_ & _140_;
  assign _142_ = i_argB[16] & _203_;
  assign _143_ = _202_ | i_argA[16];
  assign _144_ = i_argB[21] & _196_;
  assign _145_ = _195_ | i_argA[21];
  assign _146_ = _143_ & _145_;
  assign _147_ = i_argB[20] | _198_;
  assign _148_ = i_argB[23] | _192_;
  assign _149_ = _147_ & _148_;
  assign _150_ = _146_ & _149_;
  assign _151_ = _141_ & _150_;
  assign _152_ = _134_ & _151_;
  assign _153_ = _115_ & _152_;
  assign _154_ = _082_ & _153_;
  assign _155_ = _131_ & _142_;
  assign _156_ = _130_ | _155_;
  assign _157_ = _141_ & _156_;
  assign _158_ = _137_ & _138_;
  assign _159_ = _126_ | _158_;
  assign _160_ = _157_ | _159_;
  assign _161_ = _147_ & _160_;
  assign _162_ = _144_ | _161_;
  assign _163_ = _118_ & _162_;
  assign _164_ = _124_ | _163_;
  assign _165_ = _115_ & _148_;
  assign _166_ = _164_ & _165_;
  assign _167_ = _107_ & _110_;
  assign _168_ = _105_ | _167_;
  assign _169_ = _104_ & _168_;
  assign _170_ = _099_ & _100_;
  assign _171_ = _101_ | _170_;
  assign _172_ = _169_ | _171_;
  assign _173_ = _098_ & _172_;
  assign _174_ = _084_ & _086_;
  assign _175_ = _083_ | _174_;
  assign _176_ = _091_ & _095_;
  assign _177_ = _175_ | _176_;
  assign _178_ = _173_ | _177_;
  assign _179_ = _166_ | _178_;
  assign o_result = _154_ | _179_;
endmodule
==> flow/run.sh <==
#!/bin/bash
# OpenROAD 26Q1-2900-gdf79404cd8, Yosys 0.63+post, stock flow scripts
make -C /OpenROAD-flow-scripts/flow DESIGN_CONFIG=/design/flow/config.mk WORK_HOME=/design/flow/orfs finish
==> flow/config.mk <==
export PLATFORM = sky130hd
export DESIGN_NAME = Porownywanie_rtl
export DESIGN_NICKNAME = Porownywanie_rtl
export VERILOG_FILES = /design/flow/design.v
export SDC_FILE = /design/flow/constraint.sdc
export NUM_CORES = 4
export LEC_CHECK = 1
export CORE_AREA = 10 10 75 75
export DIE_AREA = 0 0 85 85
==> flow/constraint.sdc <==
current_design Porownywanie_rtl

set clk_period 2.4
set clk_io_pct 0.2

create_clock -name clk0 -period $clk_period

set non_clock_inputs [all_inputs -no_clocks]
set_input_delay [expr $clk_period * $clk_io_pct] -clock clk0 $non_clock_inputs
set_output_delay [expr $clk_period * $clk_io_pct] -clock clk0 [all_outputs]
==> impl_metrics.env <==
# physical design summary
export IMPL_fin_hold_ws_ns=1.607
export IMPL_synth_top_cell_by_count="inv_1"
export IMPL_p_leak_nw=0.9766
export IMPL_drc=0
export IMPL_ys_warn_count=0
export IMPL_vias=1105
export IMPL_routed_via_density=4.202
export IMPL_io_buffer_count=65
export IMPL_ir_drop_v=0.00005092
export IMPL_wl_met2_um=1429
export IMPL_path_cells="dlygate4sd2_1 -> nor2b_4 -> o31a_1 -> o31ai_2 -> o2111ai_2 -> a2111oi_4 -> nor3_1 -> buf_2"
export IMPL_fmax_mhz=406.6
export IMPL_antenna_found_initial=0
export IMPL_synthCells=123
export IMPL_ys_top_cells_by_area="ha_1, inv_1, nand2b_1"
export IMPL_wl_met3_um=172
export IMPL_status="complete, but fails checks"
export IMPL_violations="negative setup slack"
export IMPL_worstSetupPathType="input pin to primary output"
export IMPL_ios=65
export IMPL_drt_wl_total_um=2860
export IMPL_ys_cells=123
export IMPL_p_per_area_nw_per_um2=146.2
export IMPL_top_layer="met3"
export IMPL_tool_warnings=41
export IMPL_post_drt_wl_per_cell_um=10.87
export IMPL_regArea_um2=0
export IMPL_tightest_slew_ns=0.3072
export IMPL_area_growth_pct=128.6
export IMPL_start_kind="input pin"
export IMPL_clkbuf_count=0
export IMPL_fillers=391
export IMPL_die_w_um=85
export IMPL_fin_util_pct=48.50
export IMPL_rsz0062_at_grt="yes"
export IMPL_core_um2=4058
export IMPL_drtAntennaViolNets=0
export IMPL_yosys_area_um2=860.8
export IMPL_final_hold_viol_count=0
export IMPL_grt_pass1_wl_um=4830
export IMPL_top_cell_area_share_pct=30.52
export IMPL_firstDrtPassIters=2
export IMPL_finalCriticalPeriod_ns=2.459
export IMPL_grt_pass1_vias=1145
export IMPL_die_area_um2=7225
export IMPL_synth_cell_area_um2=860.8
export IMPL_setup_viol=1
export IMPL_drt_iter0_markers=3
export IMPL_slew_limit_headroom_pct=79.43
export IMPL_synth_top_cells_by_count="inv_1, ha_1, nand2b_1"
export IMPL_setup_slack_ns=-0.05941
export IMPL_post_dp_hpwl_um=2632
export IMPL_fp_util_pct=21.21
export IMPL_ys_types=32
export IMPL_grt_usage_pct=7.517
export IMPL_fin_crit_sh_pct=102.5
export IMPL_finalSetupTns_ns=-0.05941
export IMPL_syn_avg_cell_area_um2=6.999
export IMPL_fp_row_count=23
export IMPL_grt_remaining_overflow=0
export IMPL_die_h_um=85
export IMPL_cp_arrival_ns=1.98
export IMPL_largest_area_cell="ha_1"
export IMPL_crit_path_max_fanout=2
export IMPL_num_antenna_cells=0
export IMPL_cpMaxStageDelayCell="a2111oi_4"
export IMPL_max_stage_delay_ns=0.36
export IMPL_maxCapViolations=0
export IMPL_end_kind="primary output"
export IMPL_grt_max_degree=4
export IMPL_cp_required_ns=1.92
export IMPL_globalplace_congestion=0.7883
export IMPL_pre_cts_ws_ns=-1.006
export IMPL_drive_gt1_share_pct=38.50
export IMPL_flops=0
export IMPL_worstHoldPathType="input pin to primary output"
export IMPL_drt_met1_wl_um=1258
export IMPL_maxSlewViolCount=0
export IMPL_synth_seq_share_pct=0
-- final timing paths --
kind	start	to	slack (ns)	cells past startpoint
worst max-delay path	i_argB[4]	o_result	-0.06	8
worst min-delay path	i_argB[15]	o_result	1.61	7
-- where the power goes --
| part | total, mW | leakage, nW | internal (mW) | switching [mW] |
|---|---|---|---|---|
| Clock | 0 | 0 | 0 | 0 |
| Combinational | 0.288 | 0.977 | 0.177 | 0.111 |
| Sequential | 0 | 0 | 0 | 0 |
| Total | 0.288 | 0.977 | 0.177 | 0.111 |
-- critical path, delay by kind of cell --
family | cells | cell delay, ns
AOI/OAI and AO/OA | 4 | 0.95
and+or+nand+nor | 2 | 0.19
buffers and inverters | 2 | 0.36
-- per-layer routing --
| metal | global-route usage (%) | up-vias |
|---|---|---|
| met5 | 0 | - |
| met4 | 0 | 0 |
| met3 | 1.349 | 0 |
| met2 | 13.83 | 28 |
| met1 | 9.336 | 477 |
| li1 | - | 600 |
-- logic make-up after synthesis --
logic type,after synthesis,share of synthesized area (%)
XOR/XNOR,4,4.071
adder cells (fa/ha/maj),25,35.17
AND-OR/OR-AND,27,24.42
buffers and inverters,38,16.57
AND/OR/NAND/NOR,29,19.77
-- cells in the final DEF (no fill, tap or decap), drive strengths merged, types with 2 or more instances in the layout --
master,count
buf,36
o221ai,2
a21oi,4
nand4,2
o2111ai,3
nor2,2
xnor2,3
nand2b,8
ha,21
maj3,4
clkdlybuf4s15,7
o21ai,2
inv,38
a311oi,2
clkdlybuf4s50,9
nor3,3
nand2,4
dlygate4sd2,38
nor2b,6
o211ai,3
nand3,2
-- final cells by class --
cell class / instances / area (um2) / share of cell area (%)
inverters: 38 / 142.6 / 7.247
multi-input cells: 85 / 969.7 / 49.27
well taps: 50 / 62.56 / 3.179
repair buffers: 90 / 793.3 / 40.31
-- per-stage QoR --
step	cells	instance area (um2)	total power, mW
6_report	263	1968	0.2877
5_1_grt	263	1968	0.3219
4_1_cts	263	1968	0.2913
3_5_place_dp	261	1747	0.2633
3_3_place_gp	261	1747	0.2631
2_1_floorplan	123	860.8	0.09261
-- repair_timing --
item                                    in CTS  in global routing
resized                                    150                  0
hold buffers                                 0                  0
gates cloned                                 0                  0
pin swaps                                   31                  4
buffers inserted                             2                  0
endpoints found under the setup margin       1                  1
Power figures rest on the tool's default switching activity, not on a simulated workload.
